[flow/run.sh]
#!/bin/bash
# OpenROAD 26Q1-2900-gdf79404cd8, Yosys 0.63+post, stock flow scripts
make -C /OpenROAD-flow-scripts/flow DESIGN_CONFIG=/design/flow/config.mk WORK_HOME=/design/flow/orfs finish
[flow/constraint.sdc]
current_design DAC_SPI_Out

set clk_period 3.4
set clk_io_pct 0.2

create_clock -name clk0 -period $clk_period [get_ports {clock_in}]

set non_clock_inputs [all_inputs -no_clocks]
set_input_delay [expr $clk_period * $clk_io_pct] -clock clk0 $non_clock_inputs
set_output_delay [expr $clk_period * $clk_io_pct] -clock clk0 [all_outputs]
[flow/config.mk]
export PLATFORM = sky130hd
export DESIGN_NAME = DAC_SPI_Out
export DESIGN_NICKNAME = DAC_SPI_Out
export VERILOG_FILES = /design/flow/design.v
export SDC_FILE = /design/flow/constraint.sdc
export NUM_CORES = 4
export LEC_CHECK = 1
export CORE_UTILIZATION = 30
[flow/design.v]
module DAC_SPI_Out (clock_in, reset, data_in, send, spi_cs_out, spi_clock_out, spi_data_out);
	input wire clock_in;
	input wire reset;
	input wire [23:0] data_in;
	input wire send;
	output reg spi_cs_out;
	output reg spi_clock_out;
	output reg spi_data_out;
	reg [0:23] data_to_send;
	reg [4:0] current_bit;
	reg [7:0] clock_counter;
	parameter CLOCKCOUNT = 4'd10;			 
	reg [2:0] dac_state;
	parameter dac_state_idle = 2'b00;
	parameter dac_state_sending = 2'b01;
	parameter dac_state_sent = 2'b10;
	parameter dac_state_cs_pulse = 2'b11;
	initial begin
		dac_state = dac_state_idle;
		spi_cs_out = 1'b1;
		spi_data_out = 1'b0;
		spi_clock_out = 1'b1;
		clock_counter = 1'b0;
	end
	always @(posedge clock_in or posedge reset) begin
		if (reset) begin
			dac_state <= dac_state_idle;
			spi_cs_out <= 1'b1;
			spi_data_out <= 1'b0;
			spi_clock_out <= 1'b1;
			clock_counter <= 1'b0;
		end
		else if (clock_counter == 0) begin		 
			if (dac_state != dac_state_idle) begin
				clock_counter <= 1'b1;
			end
			case (dac_state)
				dac_state_idle:
					if (send) begin
						dac_state <= dac_state_sending;
						spi_cs_out <= 1'b0;
						data_to_send <= data_in;
						current_bit <= 1'b0;
					end
				dac_state_sending:
					begin
						if (current_bit == 23)
							dac_state <= dac_state_sent;
						spi_data_out <= data_to_send[current_bit];
						current_bit <= current_bit + 1'b1;
						spi_clock_out <= 1'b1;
					end
				dac_state_sent:
					begin
						spi_cs_out <= 1'b1;
						spi_data_out <= 1'b0;
						dac_state <= dac_state_cs_pulse;
						spi_clock_out <= 1;
					end
				dac_state_cs_pulse:
					begin
						dac_state <= dac_state_idle;
					end
			endcase
		end
		else begin												 
			if (clock_counter == (2 * CLOCKCOUNT) - 1) begin
				clock_counter <= 0;
			end
			else begin
				if (clock_counter == CLOCKCOUNT && dac_state != dac_state_cs_pulse && dac_state != dac_state_idle) begin
					spi_clock_out <= 0;
				end
				clock_counter <= clock_counter + 1'b1;
			end
		end
	end
endmodule
==> results.cfg <==
; implementation run metrics
[place]
dpl_cell_area_mm2 = 0.00235
port-buffer-count = 29
dp_hpwl_um = 2380
gp_congestion = 0.773

[yosys]
synth_chip_area_mm2 = 0.00197
yosys.stat.seqShare_pct = 60.7
ys.warnings.count = 1
async_flop_share_pct = 31.0
synth_area_mm2 = 0.00197
ys_ff = 42
syn_area_per_cell_um2 = 13.8
yosysUniqueCellTypes = 35
synth-edff-count = 29
synth-main-ff-cell = edfxtp_1
ys_cells = 143
syn_inst = 143

[route]
drt-wirelength-per-cell_um = 12.9
diodes = 0
wl_um = 3290
drt_iter0_drc = 61
vias = 1174
dr.pass1.iters = 4
viasPerCell = 4.62
ant_nets = 0
drc = 0

[global_route]
grt-ovfl-total = 0
grt_pass1_wl_um = 5720
grt.total_usage_pct = 10.6
grt_pass1_vias = 1233
antenna_found_initial = 0
grt_start_max_net_pins = 25

[run]
drv_cap = 0
log.warning_count = 32

[power]
switchingPower_w = 0.000434
combPwrFrac_pct = 26.2
powerDensity_mw_per_mm2 = 572
p_clk_share_pct = 23.5
power_frac_seq_pct = 50.4
vdd_drop_max_mv = 0.210
p_sw_share_pct = 31.0
leakage_nw = 0.901
p_int_w = 0.000965

[worst_setup_path]
cp-end-kind = flop
r2r-start = clock_counter[5]
start_kind = flop
crit_buf_inv = 0
path_cells = or4_4 -> nor2_1 -> nand2_1 -> or2_2 -> a211oi_1
worstPathRequired_ns = 3.33
reg2reg_depth = 5
crit_path_top_delay_cell = or4_4
r2r_end = current_bit[4]
critPathTopFamily = simple AND/OR/NAND/NOR gates
crit_fanout = 5
r2r_setup_slack_ns = 0.80
crit_start = clock_counter[5]
cp.depth = 5
critPathCapture = current_bit[4]
cpPeakStageDelay_ns = 0.58
arrival_ns = 2.53
worst-setup-path-type = flop to flop

[clocking]
cts_resized = 0
cts_max_level = 2
clk_pin_slew_ns = 0.08
clkSinkCount = 42
cts_root_buf = clkbuf_8
post_cts_buffers = 0
cts_tree = yes
hold_buffers = 0
insertion_delay_ns = 0.30
cts-buffers-inserted = 5
clockBufferDepth = 2

[timing]
fmax_mhz = 384
finalCritPeriodShare_pct = 76.6
min_period_ns = 2.60
maxSlewHeadroom_pct = 53.6
rsz0062_at_grt = no
skew_ns = 0.00854
final-setup-viol-count = 0
fin_tns_setup_ns = 0
worst_pin_slew_ns = 0.692
final-max-slew-violation-count = 0
finalHoldViolCount = 0

[cells_and_area]
syn_to_final_growth_pct = 24.0
drive_gt1_share_pct = 11.9
mostFrequentLayoutCells = edfxtp_1, clkdlybuf4s50_1, nand2_1
final_cell_area_mm2 = 0.00245
nFillCells = 571

[die]
coreArea_mm2 = 0.00635
die_w_um = 83.1
die_area_mm2 = 0.00691
die_y_um = 83.1
fp-utilization_pct = 31.1
num_rows = 29
num_io_pins = 30

[min_path]
holdCritStartpoint = clock_counter[7]
hold_depth = 1
min_path_type = flop to flop

[run_status]
run_status = completed
-- power by group through the flow --
stage     clock network (W)  logic (W)  registers [W]
5_1_grt            0.000357   0.000419       0.000719
6_report           0.000328   0.000366       0.000705
4_1_cts            0.000339   0.000368       0.000705
-- area by class of cell --
cell class | count | area (um^2) | area share (%)
tap | 77 | 96.3 | 3.94
timing repair buffer | 30 | 298 | 12.2
sequential | 42 | 1200 | 49.0
clock inverter | 3 | 25.0 | 1.02
inverter | 7 | 26.3 | 1.07
multi-input combinational | 90 | 734 | 30.0
clock buffer | 5 | 68.8 | 2.81
-- how the worst min path moves through the flow --
| stage | to | slack (ns) |
|---|---|---|
| CTS | clock_counter[7] | 0.48 |
| global route | clock_counter[7] | 0.51 |
| finish | clock_counter[7] | 0.47 |
-- logic make-up after synthesis --
family	count (synthesis)	share of synthesized area, %
muxes	9	7.36
and+or+nand+nor	44	12.9
adders and majority gates	11	6.98
buffers and inverters	11	2.60
DFF	42	60.7
AOI/OAI and AO/OA	19	6.34
xor gates and xnor gates	7	3.11
-- routing by layer --
metal	share of wire, %	track usage (%)
met5	0	0
met4	0.27	1.57
met1	51	17.5
met3	2.7	2.02
met2	46	16.0
-- registers in the layout (all words and copies together), names as in the netlist --
signal	flops
dac_state	2
data_to_send	24
current_bit	5
spi_data_out	1
spi_clock_out	1
clock_counter	8
spi_cs_out	1
-- synth_stat cells (4+ instances only) --
cell	count	share of area [%]
edfxtp_1	29	44
nand2_1	13	2.5
dfrtp_1	11	14
ha_1	11	7.0
inv_1	7	1.3
a21oi_1	6	1.5
and2_1	5	1.6
xnor2_1	5	2.2
mux2i_1	4	2.0
mux4_2	4	4.6
o21ai_0	4	1.0
-- through the flow --
stage | total power, W | hold slack [ns] | setup slack (ns) | utilization (%) | instances
floorplan | 0.000950 | 0.424 | 0.484 | - | 143
detailed placement | 0.00108 | 0.462 | 0.841 | 37.1 | 246
global placement | 0.00108 | 0.459 | 0.877 | 37.1 | 246
CTS | 0.00141 | 0.476 | 0.800 | 38.5 | 254
global route | 0.00149 | 0.510 | 0.668 | 38.5 | 254
finish | 0.00140 | 0.474 | 0.797 | 38.5 | 254
No activity file was given, so power comes from the tool's default toggle rates.
