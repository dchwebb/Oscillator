<file path="/design/flow/design.v">
module Sample_Pos_RAM (din, addr, write_en, clk, dout);
	parameter addr_width = 8;
	parameter data_width = 16;
	input [addr_width-1:0] addr;
	input [data_width-1:0] din;
	output [data_width-1:0] dout;
	input write_en, clk;
	reg [data_width - 1:0] mem [(1 << addr_width) - 1:0];
	integer i;
	always @(posedge clk)	 
	begin
		if (write_en)			 
			mem[(addr)] <= din;
	end
	assign dout = mem[addr];
endmodule
</file>
<file path="/design/flow/run.sh">
#!/bin/bash
# OpenROAD 26Q1-2900-gdf79404cd8, Yosys 0.63+post, stock flow scripts
make -C /OpenROAD-flow-scripts/flow DESIGN_CONFIG=/design/flow/config.mk WORK_HOME=/design/flow/orfs finish
</file>
<file path="/design/flow/config.mk">
export PLATFORM = sky130hd
export DESIGN_NAME = Sample_Pos_RAM
export DESIGN_NICKNAME = Sample_Pos_RAM
export VERILOG_FILES = /design/flow/design.v
export SDC_FILE = /design/flow/constraint.sdc
export NUM_CORES = 4
export LEC_CHECK = 1
export CORE_UTILIZATION = 30
</file>
<file path="/design/flow/constraint.sdc">
current_design Sample_Pos_RAM

set clk_period 20.3
set clk_io_pct 0.2

create_clock -name clk0 -period $clk_period [get_ports {clk}]

set non_clock_inputs [all_inputs -no_clocks]
set_input_delay [expr $clk_period * $clk_io_pct] -clock clk0 $non_clock_inputs
set_output_delay [expr $clk_period * $clk_io_pct] -clock clk0 [all_outputs]
</file>
==> metrics.cfg <==
[yosys]
yosysTopAreaCellShare_pct = 79.3
ys.flop_type = edfxtp_1
synth_chip_area_um2 = 155000
synth.distinct_cells = 21
yosysCellCount = 6711
ys_ff = 4096
top_cells_by_count = 4096 x edfxtp_1, 1024 x mux4_2, 512 x a22oi_1, 256 x a21oi_1, 249 x clkbuf_1
top_cells_by_area = edfxtp_1 79%, mux4_2 15%, a22oi_1 2.5%, a21oi_1 0.83%, clkbuf_1 0.60%
top_cell = edfxtp_1
yosysWarnings = 1
synth_area_um2 = 155000
yosysSeqAreaShare_pct = 79.3
edf_count = 4096
syn_inst = 6711
async_reset_ff_share_pct = 0
syn_avg_cell_area_um2 = 23.1
synth.largest_area_cell = edfxtp_1

[clocking]
cts_root_buf = clkbuf_16
cts_resized = 0
numCtsBuffers = 416
cts_tree = built
holdBufCountCts = 0
clk_pin_slew_ns = 0.06
post_cts.repair.setup_buffers = 0
cts_num_sinks = 4096
htree_levels = 5
cts_max_path_buffers = 4

[global_routing]
first_global_vias = 81046
antenna_found_initial = 8
grt_max_degree = 119
grt_pass1_wl_um = 567000
grtUsageTotal_pct = 16.2
overflow = 0

[layout]
largest_reg_flops = 4096
synthToLayoutAreaGrowth_pct = 16.2
stdcell_count = 14488
top_register = mem
drive_gt1_share_pct = 29.6
final.fill_count = 46386
reg.largest.list = mem x4096
finish.instance_area_um2 = 180000

[die]
io_pins = 42
fp.dieH_um = 721
rows = 263
die_width_um = 721
fp-utilization_pct = 30.2
coreArea_um2 = 514000
chipArea_um2 = 520000

[min_path]
hp-start = din[6]
hold_path_depth = 1
hp-class = in -> reg
hold_end = mem[220][6]

[routing]
vias = 72563
wl_met1_um = 117000
dr.max_layer_used = met5
post_drt_wl_per_cell_um = 27.3
viasPerCell = 5.01
drt-pass1-iter-count = 6
met2_length_um = 186000
drc = 0
drt_iter0_drc = 4776
ant_nets = 0
routed_wl_um = 395000
dr_wl_met3_um = 76300

[sta]
grt_setup_unrepaired = false
post-route-period-util_pct = 71.4
worst_slew_pin_slew_ns = 1.03
period_needed_ns = 14.50
finalSetupViolCount = 0
drv_slew = 0
clock.fmax_ghz = 0.0689
hold_viol = 0
whs_ns = 3.50
tns_ns = 0
max_slew_margin_pct = 30.8

[place]
dpl.hpwl_um = 229000
port_buffers = 41
dp.cells = 13702
gp_congestion = 0.854
dpl_cell_area_um2 = 167000

[flow_run]
openroad.warnings = 29
drv_cap = 0

[pwr]
irDropWorstVdd_uv = 77.4
power_density_nw_per_um2 = 98.1
power.total_w = 0.0177
leakage_nw = 54.4

[setup_path]
critPathArrivalTime_ns = 10.44
worstSetupEndpointType = output port
start_kind = input port
cp.required_ns = 16.24
criticalPathCategory = in -> out
startpoint = addr[0]
crit_fanout = 67

[run_status]
status = complete, no violations

## worst max path at each step
stage         endpoint  slack, ns
finish         dout[9]       5.80
global route   dout[9]       5.23
CTS            dout[9]       5.58
## critical path, cell delays in order
cell,delay [ns]
buf_16,0.36
buf_4,0.67
buf_4,0.58
buf_4,0.58
buf_4,0.61
mux4_2,0.58
a22oi_1,0.20
a21oi_1,0.20
buf_4,0.21
o41ai_2,0.75
buf_4,0.24
nand4_1,0.59
clkdlybuf4s50_1,0.63
## power breakdown
group          leakage [nW]  switching [W]  internal [W]
logic                  11.0       0.000523      0.000267
clock network          6.66        0.00319       0.00436
registers              36.8     0.00000385       0.00932
total                  54.4        0.00372        0.0140
## cell usage in the layout, fill, tap and decap left out, types with 44 or more instances in the layout
cell,synthesis,layout
a21oi_1,256,256
edfxtp_1,4096,4096
clkinv_1,0,99
buf_4,16,470
clkbuf_1,249,59
mux4_2,1024,1024
clkinv_2,0,103
a22oi_1,512,512
bufinv_16,0,44
nor2_1,232,195
clkbuf_16,0,420
## cell type report
class	instances	area, um^2	area share [%]
multi-input combinational	2194	30700	17.0
sequential	4096	123000	68.3
clock inverter	292	2880	1.60
tap	6890	8620	4.78
antenna	15	37.5	0.0208
timing repair buffer	521	4240	2.35
inverter	1	3.75	0.00208
clock buffer	479	10700	5.96
## cells by family after synthesis
group,Yosys count,share of synthesized area (%)
flops,4096,79.3
compound gates,832,3.67
mux,1024,14.9
simple gates,338,0.909
buf+inv,421,1.24
## layer usage
metal / global-route usage (%) / up-vias
li1: - / 30068
met1: 15.9 / 36979
met2: 24.5 / 4823
met3: 14.7 / 677
met4: 4.71 / 16
met5: 1.20 / -
## metrics by stage
step / worst slack (ns) / util [%]
4_1_cts: 5.58 / 35.0
3_5_place_dp: 5.63 / 32.4
3_3_place_gp: 5.12 / 32.4
6_report: 5.80 / 35.1
2_1_floorplan: 10.27 / -
5_1_grt: 5.23 / 35.1
Power figures rest on the tool's default switching activity, not on a simulated workload.
